==> flow/design.v <==
module divider
(
    input  wire        clk,
    input  wire        rst_n,
    input  wire        start,
    input  wire        width,         
    input  wire        is_signed,     
    input  wire [31:0] dividend,
    input  wire [15:0] divisor,
    output reg         busy,
    output reg         done,
    output reg         overflow,     
    output reg [31:0]  quotient,     
    output reg [15:0]  remainder     
);
    localparam IDLE = 1'b0, RUN = 1'b1;
    reg  state;
    reg  [5:0]  cnt;                 
    reg  is_signed_r;
    reg  [48:0] rq;
    reg  [16:0] D;
    reg  q_neg, r_neg;
    wire sel32 = width;              
    reg sel32_r;
    wire [31:0] divd_eff = sel32 ? dividend
                                 : {dividend[15:0], 16'b0};
    wire [15:0] divs_eff = sel32 ? divisor :
                           is_signed ? { {8{divisor[7]}}, divisor[7:0]} : { 8'd0, divisor[7:0]};
    wire divd_neg = is_signed & (sel32 ? dividend[31] : dividend[15]);
    wire divs_neg = is_signed & (sel32 ? divisor [15] : divisor [7]);
    function [31:0] abs32 (input [31:0] v);
        abs32 = v[31] ? (~v + 1'b1) : v;
    endfunction
    function [15:0] abs16 (input [15:0] v);
        abs16 = v[15] ? (~v + 1'b1) : v;
    endfunction
    wire [5:0] cycles = sel32 ? 6'd32 : 6'd16;
    wire [48:0] rq_shift  = {rq[47:0], 1'b0};             
    wire [16:0] rem_trial = rq_shift[48:32];              
    wire        ge        = (rem_trial >= D);             
    wire [16:0] rem_next  = ge ? (rem_trial - D) : rem_trial;
    wire [31:0] quo_next  = {rq_shift[31:1], ge};         
    wire [48:0] rq_next   = {rem_next, quo_next};
    always @(posedge clk or negedge rst_n) begin
        if (!rst_n) begin
            state     <= IDLE;
            busy      <= 1'b0;
            done      <= 1'b0;
            overflow  <= 1'b0;
            quotient  <= 32'd0;
            remainder <= 16'd0;
        end
        else begin
            logic overflow_next;
            logic [31:0] quotient_next;
            done <= 1'b0;
            case (state)
            IDLE: begin
                busy <= 1'b0;
                if (start) begin
                    overflow_next <= (sel32 ? (divs_eff == 16'd0)
                                            : (divs_eff[7:0] == 8'd0));
                    overflow <= overflow_next;
                    if (overflow_next) begin
                        quotient  <= 32'd0;
                        remainder <= 16'd0;
                        done      <= 1'b1;
                    end else begin
                        cnt   <= cycles;        
                        busy  <= 1'b1;
                        state <= RUN;
                        q_neg <= divd_neg ^ divs_neg;          
                        r_neg <= divd_neg;                     
                        rq    <= { 17'd0,                      
                                   is_signed ? abs32(divd_eff)
                                             : divd_eff };
                        D     <= {1'b0,
                                  is_signed ? abs16(divs_eff)
                                            : divs_eff };
                        is_signed_r <= is_signed;
                        sel32_r <= sel32;
                    end
                end
            end
            RUN: begin
                rq  <= rq_next;         
                cnt <= cnt - 1'b1;
                if (cnt <= 16 && (sel32_r & rq_next[16] | ~sel32_r & rq_next[8])) begin
                    overflow <= 1'b1;
                    busy <= 0;
                    done <= 1;
                    state <= IDLE;
                end else if (cnt == 6'd1) begin  
                    quotient_next = q_neg ? (~rq_next[31:0] + 1'b1)
                                       :  rq_next[31:0];
                    quotient <= quotient_next;
                    remainder <= r_neg ? (~rq_next[47:32] + 1'b1)
                                       :  rq_next[47:32];
                    if (is_signed_r) begin
                        if (sel32_r) begin
                            overflow <= rq_next[15] & (~q_neg | rq_next[15:0] != 16'h8000);  
                        end else begin
                            overflow <= rq_next[7] & (~q_neg | rq_next[7:0] != 8'h80);       
                        end
                    end
                    busy <= 1'b0;
                    done <= 1'b1;
                    state <= IDLE;
                end
            end
            endcase
        end
    end
endmodule
==> flow/run.sh <==
#!/bin/bash
# OpenROAD 26Q1-2900-gdf79404cd8, Yosys 0.63+post, stock flow scripts
make -C /OpenROAD-flow-scripts/flow DESIGN_CONFIG=/design/flow/config.mk WORK_HOME=/design/flow/orfs finish
==> flow/config.mk <==
export PLATFORM = sky130hd
export DESIGN_NAME = divider
export DESIGN_NICKNAME = divider
export VERILOG_FILES = /design/flow/design.v
export SDC_FILE = /design/flow/constraint.sdc
export NUM_CORES = 4
export LEC_CHECK = 1
export CORE_UTILIZATION = 30
==> flow/constraint.sdc <==
current_design divider

set clk_period 15.3
set clk_io_pct 0.2

create_clock -name clk0 -period $clk_period [get_ports {clk}]

set non_clock_inputs [all_inputs -no_clocks]
set_input_delay [expr $clk_period * $clk_io_pct] -clock clk0 $non_clock_inputs
set_output_delay [expr $clk_period * $clk_io_pct] -clock clk0 [all_outputs]
==> GITHUB_STEP_SUMMARY <==
## PnR job results

| Metric | Value |
|---|---|
| Result of the run | completed |
| Global-route wire length before repair | 34,300 um |
| Cells resized by post-CTS repair | 0 |
| Clk slew on worst S/H paths | 0.06 ns |
| Cell-by-cell trace of the critical path | clkdlybuf4s50_1, or3_1, or4_1, or4_1, nand2_1, nand2b_1, or3_1, o21ai_0, xnor2_1, o21ai_0 |
| Via density per instance | 4.93 |
| Starting density of the core | 30.6% |
| Startpoint class of the critical path | primary input |
| Register share after synthesis | 43.0% |
| Top-area cell share | 27.2% |
| Cell type of the slowest stage on the worst timing path | sky130_fd_sc_hd__or4_1 |
| Mean Syn Cell Area | 9.05 um^2 |
| Final routed DRC violation total | 0 |
| Initial antenna violation count | 1 |
| Inserted Diodes | 0 |
| Die Span Y | 168 um |
| Total negative slack for setup checks | 0 ns |
| Flop pwr share | 36.7% |
| Post-synthesis instance area | 8270 um^2 |
| Tally of filler cells in the layout | 2,701 |
| Die x size | 168 um |
| Synthesized chip area reported by yosys | 8270 um^2 |
| Worst ir drop on vdd | 83.0 uV |
| Number of buffers added by the clock tree synthesis step | 17 |
| Relative slew slack | 51.8% |
| Top post-synthesis cells by count | sky130_fd_sc_hd__nand2_1 (127), sky130_fd_sc_hd__o21ai_0 (122), sky130_fd_sc_hd__edfxtp_1 (75) |
| Worst Hold Depth | 2 |
| Period Utilization, post-route | 39.0% |
| EDFF count, synth | 75 |
| Endpoint arrival time on the critical path | 6.12 ns |
| Detailed-route via count | 6,703 |
| Number of buffer and inverter instances along the worst setup path | 1 |
| GRT Overall Usage | 15.6% |
| Fraction of final layout cells with drive strength greater than 1 | 6.68% |
| Final WL | 20,900 um |
| Number of violations of the max-capacitance limit | 0 |
| Total Die Area | 28,200 um^2 |
| Count of hold buffers inserted by post-cts repair | 0 |
| Relative area change from synthesis to final layout | 23.5% |
| Number of register bits inferred by synthesis | 127 |
| Minimum clock period after layout | 5.97 ns |
| RSZ-0062 raised after global routing | no |
| Number of routed nets with antenna violations | 0 |
| Via count of the first global-routing pass | 6,423 |
| Final clock skew | 0.00609 ns |
| Path length in cells of the critical path | 10 |
| Switch share | 37.0% |
| Yosys Warn Count | 1 |
| Port Buffer Count | 103 |
| Leading cell type by number of instances after synthesis | sky130_fd_sc_hd__nand2_1 |
| Routed wirelength normalized by instance count | 15.4 um |
| Data required time at the worst endpoint | 15.46 ns |
| Maximum count of clock buffers along a single path | 2 |
| Pin count of the biggest net entering global routing | 63 |
| CTS H-tree depth | 4 |
| Timing-limited maximum frequency | 0.168 GHz |
| Classification of the worst setup path | primary input to flip-flop |
| Final-report setup violation count | 0 |
| Number of primary I/O pins | 104 |
| Commonest register cell after synthesis | sky130_fd_sc_hd__edfxtp_1 |
| TritonCTS clock tree | yes |
| Cell taking the most area after synthesis | sky130_fd_sc_hd__edfxtp_1 |
| Hold violation count in the final report | 0 |
| GPL Wtd Cong | 0.854 |
| FF-to-FF path depth | 15 |
| HPWL after detailed placement | 16,000 um |
| Tightest Pin Transition | 0.723 ns |
| Violation count after the first detailed-routing iteration | 469 |
| Ys cells | 914 |
| Clock insertion delay at the later pin of the skew report | 0.42 ns |
| Number of unique standard cell types used by synthesis | 63 |
| Clock root buffer | sky130_fd_sc_hd__clkbuf_16 |
| Overflow after GRT | 0 |
| Std-Cell Core Area | 27,000 um^2 |
| NetSw | 589 uW |
| CP delay by family, top | simple AND/OR/NAND/NOR gates |
| P_int | 1000 uW |
| Pleak | 0.00396 uW |
| Iteration tally of the first detailed-router pass | 5 |
| Type of destination of the critical path | flip-flop |
| Combinational share of power | 39.8% |
| Row count | 60 |
| Post-synthesis instance total | 914 |
| Setup bufs post-CTS | 0 |
| Fraction of power consumed by the clock network | 23.5% |
| Final tally of max-slew violations | 0 |
| Total power consumption of the routed design | 1590 uW |
| CTS sink cnt | 127 |
| Max Fanout on Critical Path | 5 |
| Total power per unit cell area | 156 nW/um^2 |
| Cell area leaders | sky130_fd_sc_hd__edfxtp_1 (27%), sky130_fd_sc_hd__dfrtp_1 (16%), sky130_fd_sc_hd__o21ai_0 (7.4%) |
| Hold Path Class | flip-flop to flip-flop |
| Maximum cell stage delay along the critical path | 0.55 ns |
| Stage-log warning count | 27 |
| Share of flip-flops with an asynchronous set or reset after synthesis | 40.9% |
-- metal layers --
metal | vias up | routed length (um) | track usage, %
li1 | 3440 | - | -
met1 | 3053 | 10500 | 25.2
met2 | 194 | 8540 | 21.6
met3 | 14 | 1650 | 5.08
met4 | 2 | 221 | 1.44
met5 | - | 13 | 0
-- worst register-to-register path, stage by stage (launching register included) --
cell,delay [ns]
sky130_fd_sc_hd__edfxtp_1,0.49
sky130_fd_sc_hd__ha_1,0.28
sky130_fd_sc_hd__or2_2,0.31
sky130_fd_sc_hd__o221ai_1,0.34
sky130_fd_sc_hd__a311oi_1,0.21
sky130_fd_sc_hd__nor3_2,0.30
sky130_fd_sc_hd__ha_1,0.23
sky130_fd_sc_hd__nand2_1,0.06
sky130_fd_sc_hd__or3_1,0.42
sky130_fd_sc_hd__or2_4,0.31
sky130_fd_sc_hd__or4_4,0.51
sky130_fd_sc_hd__or3_1,0.41
sky130_fd_sc_hd__or2_1,0.25
sky130_fd_sc_hd__o41ai_2,0.23
sky130_fd_sc_hd__xor2_1,0.22
sky130_fd_sc_hd__o21ai_0,0.09
-- through the flow --
step	hold WS, ns	utilization, %	setup WS (ns)	std cells	instance area (um^2)
2_1_floorplan	0.424	-	7.69	914	8270
3_3_place_gp	0.461	35.7	8.95	1327	9660
3_5_place_dp	0.468	35.7	8.92	1327	9660
4_1_cts	0.481	37.8	9.36	1359	10200
5_1_grt	0.500	37.8	9.12	1359	10200
6_report	0.479	37.8	9.33	1359	10200
-- path summary, 6_finish.rpt --
| path | startpoint | to | slack [ns] |
|---|---|---|---|
| max | dividend[2] | rq[29]$_DFFE_PP_ | 9.33 |
| min | quotient[24]$_DFFE_PN0P_ | quotient[24]$_DFFE_PN0P_ | 0.48 |
| max in group asynchronous | rst_n | remainder[8]$_DFFE_PN0P_ | 11.97 |
| min in group asynchronous | rst_n | quotient[26]$_DFFE_PN0P_ | 2.88 |
| max reg2reg | rq[33]$_SDFFCE_PN0P_ | quotient[30]$_DFFE_PN0P_ | 10.52 |
| min reg2reg | quotient[24]$_DFFE_PN0P_ | quotient[24]$_DFFE_PN0P_ | 0.48 |
-- cells in the final DEF (no fill, tap or decap), types with 4 or more instances in the layout --
master and n:
sky130_fd_sc_hd__nand2_1 127, sky130_fd_sc_hd__o21ai_0 122, sky130_fd_sc_hd__clkdlybuf4s50_1 101, sky130_fd_sc_hd__edfxtp_1 75, sky130_fd_sc_hd__nor2_1 60, sky130_fd_sc_hd__xor2_1 60, sky130_fd_sc_hd__dfrtp_1 52, sky130_fd_sc_hd__a21oi_1 42
sky130_fd_sc_hd__inv_1 38, sky130_fd_sc_hd__xnor2_1 35, sky130_fd_sc_hd__mux2i_1 24, sky130_fd_sc_hd__ha_1 23, sky130_fd_sc_hd__and2_1 18, sky130_fd_sc_hd__nor3_1 17, sky130_fd_sc_hd__clkbuf_16 17, sky130_fd_sc_hd__or3_1 15
sky130_fd_sc_hd__o31ai_1 15, sky130_fd_sc_hd__nand3_1 12, sky130_fd_sc_hd__buf_4 11, sky130_fd_sc_hd__nor2b_1 10, sky130_fd_sc_hd__a31oi_1 10, sky130_fd_sc_hd__mux2_2 8, sky130_fd_sc_hd__nor4_1 8, sky130_fd_sc_hd__or2_2 7
sky130_fd_sc_hd__nor3b_1 7, sky130_fd_sc_hd__nand2b_1 7, sky130_fd_sc_hd__a21o_1 6, sky130_fd_sc_hd__o41ai_1 6, sky130_fd_sc_hd__a211oi_1 5, sky130_fd_sc_hd__or4_1 5, sky130_fd_sc_hd__nand3b_1 5, sky130_fd_sc_hd__and3_1 4
sky130_fd_sc_hd__clkinv_4 4, sky130_fd_sc_hd__clkinvlp_4 4
-- final cells by class --
cell class	instances	area [um^2]	area share, %
multi-input combinational	706	4430	43.4
clock inverter	13	118	1.15
clock buffer	19	433	4.24
timing repair buffer	114	1100	10.8
inverter	39	146	1.43
tap	341	427	4.18
sequential	127	3550	34.8
-- power groups by stage --
stage / sequential [uW] / clock [uW] / combinational [uW]
finish: 585 / 374 / 635
global route: 601 / 396 / 720
CTS: 585 / 382 / 639
-- cell families after synthesis --
kind of cell	Yosys count	synth area share, %
simple gates	319	18.8
xor+xnor	95	10.1
flops	127	43.0
compound gates	236	16.8
mux	32	4.00
buf+inv	81	3.68
fa+ha+maj	24	3.72
-- sequential cells by signal (all words and copies together), names as in the netlist, named ones only --
name and flops:
is_signed_r 1, state 1, D 16, overflow 1, remainder 16, sel32_r 1, done 1, rq 48
cnt 6, q_neg 1, r_neg 1, busy 1, quotient 32
No activity file was given, so power comes from the tool's default toggle rates.
